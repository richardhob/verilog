===== design/flow/config.mk =====
export PLATFORM = sky130hd
export DESIGN_NAME = blinky
export DESIGN_NICKNAME = blinky
export VERILOG_FILES = /design/flow/design.v
export SDC_FILE = /design/flow/constraint.sdc
export NUM_CORES = 4
export LEC_CHECK = 1
export CORE_AREA = 10 10 106 106
export DIE_AREA = 0 0 116 116

===== design/flow/constraint.sdc =====
current_design blinky

set clk_period 4.3
set clk_io_pct 0.2

create_clock -name clk0 -period $clk_period [get_ports {i_clk}]

set non_clock_inputs [all_inputs -no_clocks]
set_input_delay [expr $clk_period * $clk_io_pct] -clock clk0 $non_clock_inputs
set_output_delay [expr $clk_period * $clk_io_pct] -clock clk0 [all_outputs]

===== design/flow/design.v =====
`default_nettype none
module blinky(i_clk, o_led);
    input wire i_clk;
    output wire o_led;
    parameter THRESHOLD = 100_000_000;
    reg out;
    reg [31:0] counter;
    initial counter = 0;
    initial out = 0;
    assign o_led = out;
    always @(posedge i_clk)
        if (counter > THRESHOLD)
        begin
            counter <= 0;
            out <= !out;
        end else counter <= counter + 1'b1;
endmodule

===== design/flow/run.sh =====
#!/bin/bash
# OpenROAD 26Q1-2900-gdf79404cd8, Yosys 0.63+post, stock flow scripts
make -C /OpenROAD-flow-scripts/flow DESIGN_CONFIG=/design/flow/config.mk WORK_HOME=/design/flow/orfs finish

==> flow_summary_export.csv <==
group,metric,value,unit
status,run_status,"finished, final reports clean",
setup_path,timing.critical_path.max_delay_family,"buffers and inverters",
grt,grt_pass1_wl,4.761,mm
synthesis,biggest_area_contributors_in_the_synthesized_netlist,"dfxtp_1 42%, xnor2_1 12%, nor2_1 7.4%",
run,openroad.warnings,26,
worst_hold_path,min_delay_path_depth,1,
synthesis,synthesis.area,1523,um^2
finish,logic_area,805.8,um^2
floorplan,floorplan.die_area,13460,um^2
floorplan,core,8848,um^2
sta,worst_case_headroom_to_the_max_slew_limit,0.6113,
grt,grt_antenna_before_repair,0,
sta,final-setup-viol-count,0,
synthesis,netlist.top_cell.by_area,"dfxtp_1",
placement,dp.cells,272,
detailed_routing,totalWireLength,2.569,mm
synthesis,synth_top_flop_cell,"dfxtp_1",
floorplan,die_height,116,um
sta,final.setup.tns,0,ps
worst_hold_path,min_path_type,"reg2reg",
setup_path,timing.critical_path.arrival,1090,ps
setup_path,timing.critical_path.fanout_max,2,
sta,rsz0062_at_grt,"no",
worst_hold_path,hold_path_startpoint,"counter[0]",
setup_path,critPathLaunchType,"flip-flop",
setup_path,path_class,"reg2out",
synthesis,synth.yosys.seq_area_share,0.4404,
power_and_ir_drop,power.density,351.7,nW/um^2
synthesis,synthDominantCellAreaShare,0.4207,
finish,storage_element_area,670.6,um^2
grt,grt_start_max_net_pins,29,
placement,placed_cell_areas,1644,um^2
sta,final_hold_vio_count,0,
setup_path,rr_startpoint,"counter[16]",
clock_tree,cts.reportedPaths.clkPinSlew,70,ps
synthesis,netlist_instances,165,
clock_tree,clock_path_buffers,2,
grt,remaining_global_route_overflow,0,
detailed_routing,remaining_routing_drc_violations,0,
synthesis,count_of_distinct_cell_types_in_the_synthesized_netlist,36,
synthesis,yosys_register_bits,33,
detailed_routing,route.antenna.diode_count,0,
sta,finalWorstPathRequiredPeriod,1953,ps
clock_tree,holdBufCountCts,0,
setup_path,crit_path_end_kind,"primary output",
clock_tree,post-cts-setup-buffer-count,0,
clock_tree,clk-insertion-delay-late,280,ps
synthesis,synth-warning-count,1,
clock_tree,tritoncts,"built",
clock_tree,cts_resized,0,
synthesis,synth.yosys.num_cells,165,
synthesis,number_of_flops_mapped_to_enable_cells_by_yosys,1,
sta,timing.clock.skew,5.046,ps
finish,layout_fillers,963,
run,cap_viol_max_count,0,
synthesis,yosys.cell_count.top_type,"dfxtp_1",
synthesis,mean_instance_size_in_the_synthesized_netlist,9.229,um^2
detailed_routing,drt-vias-per-instance,3.771,
sta,worst_pin_slew,582.3,ps
sta,timing.fmax,512.1,MHz
finish,drive_above_1_share,0.1221,
grt,groute.usage.overall,0.04234,
grt,first_global_vias,1003,
clock_tree,cts-buffers-inserted,5,
detailed_routing,dr.first_iter.drc_count,61,
placement,numPortBuffers,1,
clock_tree,clock_sinks,33,
power_and_ir_drop,cellLeakagePower,0.5287,nW
placement,detailed_place_hpwl,1.719,mm
floorplan,die-width,116,um
detailed_routing,drt_pre_antenna_iters,4,
finish,layoutNonFillerInstCount,280,
floorplan,design.portCount,2,
floorplan,initial_core_util,0.1721,
setup_path,worstPathBufferInverterCount,1,
placement,globalplace.congestion,0.8242,
setup_path,critPathMaxStageDelay,470,ps
detailed_routing,postRouteAntennaNets,0,
setup_path,worst_ep_required_time,3440,ps
floorplan,placementRows,34,
detailed_routing,wl_per_cell,9.175,um
setup_path,r2r_cells,4,
finish,postLayoutCellArea,1760,um^2
setup_path,r2r_setup_slack,2430,ps
sta,report.final.slew_viol_count,0,
setup_path,r2r_end,"out",
finish,area_overhead_of_the_layout_relative_to_synthesis,15.61,%
clock_tree,htree_num_levels,2,
worst_hold_path,hold_path_sink,"counter[0]",
clock_tree,clock_tree.root_cell,"clkbuf_8",
sta,layout_worst_path_cycle_share,0.4541,
detailed_routing,vias,1056,
synthesis,synth-area-yosys,1523,um^2
setup_path,crit_path_cell_trace,"clkdlybuf4s50_1",
synthesis,synth.top_cells.by_count,"32 x dfxtp_1, 30 x nor2_1, 20 x xnor2_1",
power_and_ir_drop,maximum_vdd_ir_drop,0.0001570,V
setup_path,critPathSlowestCell,"clkdlybuf4s50_1",
synthesis,async_flop_share,0,
[worst max-delay path by stage]
stage         slack (ps)  endpoint  cells after the start        start
CTS                 2330     o_led                      1          out
global route        2230       out                      4  counter[11]
finish              2350     o_led                      1          out
[placed cells by master, fill, tap and decap left out]
cell type,count
clkbuf_1,1
a21oi_1,2
nor3_2,1
nand2b_1,1
nor2_2,3
clkdlybuf4s50_1,1
bufinv_16,1
nor3b_1,1
edfxtp_1,1
or2_2,1
dfxtp_1,32
nand4_1,6
xnor2_1,20
o21ai_0,1
ha_1,2
or4_1,1
and2_1,1
nand2_1,11
and4_1,1
xor2_1,4
nor2_1,30
inv_1,6
nor3_1,5
and4bb_2,1
or3_1,1
nand3_2,2
and3_1,1
nand3_1,9
nor4_4,4
clkbuf_8,6
nand4b_1,1
conb_1,5
and4_2,1
nor4_1,6
nor4b_1,1
or2_4,1
[power breakdown]
part / switching [W] / internal [W]
Sequential: 0.00000144 / 0.000312
Combinational: 0.00000270 / 0.00000362
Clock: 0.000110 / 0.000189
Total: 0.000115 / 0.000505
[layout make-up]
type                       count  share of cell area
clock buffer                   7             0.04904
inverter                       6             0.01279
clock inverter                 1             0.01706
sequential                    33              0.3810
tap                          108             0.07676
multi-input combinational    124              0.4577
timing repair buffer           1            0.005686
[state kept, by name, summed over array words and instances, names as in the netlist]
| signal | flops |
|---|---|
| counter | 32 |
| out | 1 |
[stage by stage]
step,util,hold slack (ps),power (W),setup WS (ps)
CTS,0.1990,495.7,0.0006254,2326
finish,0.1990,487.0,0.0006192,2347
global route,0.1990,540.2,0.0006445,2229
detailed placement,0.1858,468.0,0.0003274,2404
floorplan,-,441.2,0.0003225,2669
global placement,0.1858,457.8,0.0003272,2389
[cells by family after synthesis]
logic type / after synthesis / synth area share
xor+xnor: 24 / 0.1380
buf+inv: 12 / 0.04026
simple gates: 90 / 0.3525
flops: 33 / 0.4404
other cells: 1 / 0.002463
compound gates: 3 / 0.009857
fa+ha+maj: 2 / 0.01643
[metal layers]
| layer | vias up | global-route usage | wire (um) |
|---|---|---|---|
| met3 | 4 | 0.01361 | 103 |
| li1 | 563 | - | - |
| met2 | 10 | 0.06560 | 1049 |
| met4 | 0 | 0.003336 | 27 |
| met5 | - | 0 | 0 |
| met1 | 479 | 0.05915 | 1388 |
Power and IR drop assume default switching activity.
